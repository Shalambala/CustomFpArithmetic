==> design/flow/design.v <==
module FpCustomMultiplier 
# (
	parameter	ManWidth	=	16,
	parameter	ExpWidth	=	6
)
(Rst_i,Clk_i,A_i,B_i,Nd_i,Result_o,ResultValid_o);	
	localparam	InOutWidth = 1+ExpWidth+ManWidth;
	localparam	ExtManWidth = 2+ManWidth;
	localparam	MultResultWidth = (ExtManWidth*2)-2;
	localparam	ExpConst = (2**(ExpWidth-1))-1;
	input	Rst_i;
	input	Clk_i;
	input	[InOutWidth-1:0]	A_i;
	input	[InOutWidth-1:0]	B_i;
	input	Nd_i;
	output	[InOutWidth-1:0]	Result_o;
	output	ResultValid_o;
	reg	expA_or;
	reg	expB_or;
	reg	signed	[ExtManWidth-1:0]	manAReg;
	reg	signed	[ExtManWidth-1:0]	manBReg;
	reg	[ExpWidth-1:0]	expAReg;
	reg	[ExpWidth-1:0]	expBReg;
	reg	[ExpWidth:0]	expAddProd;
	reg	expZero;
	reg	signed	[MultResultWidth-1:0]	manMultProd;
	reg	[ExpWidth-1:0]	expCReg;
	reg	expResultNegative;
	reg	[ManWidth-1:0]	manCReg;
	reg	[4:0]	signCShReg;
	reg	[5:0]	resValidShReg;
	assign Result_o = {signCShReg[2], expCReg,manCReg};
	assign ResultValid_o = resValidShReg[2];
	always	@(posedge	Clk_i)	begin
		expA_or	<=	|A_i[InOutWidth-2 -:ExpWidth];	 
		expB_or	<=	|B_i[InOutWidth-2 -:ExpWidth];
		manAReg	<=	{2'b01,A_i[ManWidth-1 -:ManWidth]};	 
		manBReg	<=	{2'b01,B_i[ManWidth-1 -:ManWidth]};
		expAReg	<=	A_i[InOutWidth-2 -:ExpWidth];	 
		expBReg	<=	B_i[InOutWidth-2 -:ExpWidth];
	end
	always	@(posedge	Clk_i)	begin
		manMultProd	<=	manAReg*manBReg;	 
		expAddProd	<=	expAReg+expBReg-ExpConst;	 
		expZero	<=	~(expA_or&expB_or);	 
	end
	always	@(posedge	Clk_i)	begin
		expResultNegative	<=	expAddProd[ExpWidth];  
		if	(Rst_i)	begin
			expCReg	<=	{ExpWidth{1'b0}};
		end	else	if	(expAddProd[ExpWidth]||expZero)	begin
			expCReg	<=	{ExpWidth{1'b0}};
		end	else	begin
			expCReg	<=	expAddProd[ExpWidth-1:0]+manMultProd[MultResultWidth-1];
		end
		if	(Rst_i)	begin
			manCReg	<=	{ManWidth{1'b0}};
		end	else	if	(expAddProd[ExpWidth]||expZero)	begin
			manCReg	<=	{ManWidth{1'b0}};
		end	else	if	(!manMultProd[MultResultWidth-1])	begin	 
			manCReg	<=	manMultProd[MultResultWidth-3 -:ManWidth];	
		end	else	begin
			manCReg	<=	manMultProd[MultResultWidth-2 -:ManWidth];
		end
	end
	always	@(posedge	Clk_i)	begin
		signCShReg	<=	{signCShReg[3:0], A_i[InOutWidth-1] ^ B_i[InOutWidth-1]};
	end
	always	@(posedge	Clk_i)	begin
		resValidShReg	<=	{resValidShReg[4:0],	Nd_i};
	end
endmodule
==> design/flow/run.sh <==
#!/bin/bash
# OpenROAD 26Q1-2900-gdf79404cd8, Yosys 0.63+post, stock flow scripts
make -C /OpenROAD-flow-scripts/flow DESIGN_CONFIG=/design/flow/config.mk WORK_HOME=/design/flow/orfs finish
==> design/flow/config.mk <==
export PLATFORM = sky130hd
export DESIGN_NAME = FpCustomMultiplier
export DESIGN_NICKNAME = FpCustomMultiplier
export VERILOG_FILES = /design/flow/design.v
export SDC_FILE = /design/flow/constraint.sdc
export NUM_CORES = 4
export LEC_CHECK = 1
export CORE_UTILIZATION = 50
==> design/flow/constraint.sdc <==
current_design FpCustomMultiplier

set clk_period 7.5
set clk_io_pct 0.2

create_clock -name clk0 -period $clk_period [get_ports {Clk_i}]

set non_clock_inputs [all_inputs -no_clocks]
set_input_delay [expr $clk_period * $clk_io_pct] -clock clk0 $non_clock_inputs
set_output_delay [expr $clk_period * $clk_io_pct] -clock clk0 [all_outputs]
==> run_results.csv <==
group,metric,value,unit
route,via_per_inst,4.950,
worst_hold_path,hold_depth,0,
cts,postCtsSetupBuffers,0,
floorplan,die_h,154.8,um
cts,cts-hold-fix-buffers,0,
final_timing,min_period,6.476,ns
logic_synthesis,ys_warn_count,1,
logic_synthesis,adder_share,50.92,%
setup_path,required,7.80,ns
logic_synthesis,async_reset_ff_share,0,%
logic_synthesis,mappedNetlistArea,0.01167,mm^2
worst_hold_path,hp-class,"reg -> reg",
logic_synthesis,ys_seq_share,17.16,%
floorplan,core,0.02278,mm^2
placement,gp_congestion,0.8997,
setup_path,cp_max_fo,17,
cts,clock-sinks,100,
setup_path,worstPathArrival,6.78,ns
logic_synthesis,yosys_cells,1222,
logic_synthesis,mux_area_share,1.373,%
setup_path,endpoint_kind,"register",
floorplan,die_width,154.8,um
cts,numCtsBuffers,9,
floorplan,die_area,0.02395,mm^2
logic_synthesis,synth_top_area_share,38.27,%
logic_synthesis,largest_area_cell,"fa_1",
floorplan,std_cell_rows,55,
final_timing,layout_setup_ws,1.024,ns
logic_synthesis,ff_type,"dfxtp_1",
global_routing,grt_max_degree,23,
route,vias,7881,
cts,root_buffer,"clkbuf_16",
cts,cts_tree,"done",
final_timing,tightest_slew,0.9503,ns
route,drt_first_pass_iters,7,
placement,dp_hpwl,20540,um
route,antenna_cells,0,
route,drt-initial-drc-count,256,
logic_synthesis,avgSynthCellArea,9.547,um^2
global_routing,antenna_found_initial,0,
final_timing,fin_tns_setup,0,ns
setup_path,ff2ff_path_depth,18,
layout,fill_cells,2035,
cts,h-tree-depth,3,
final_timing,setup_violations,0,
placement,dp.cells,1576,
logic_synthesis,simple_gate_area_share,13.49,%
route,remaining_drc_errors,0,
setup_path,start_kind,"register",
final_timing,fmax,154.4,MHz
outcome,outcome,"complete, no violations",
placement,place_ws,1.097,ns
logic_synthesis,synth_cell_types,46,
global_routing,grt_overflow,0,
setup_path,critical_path_class,"reg -> reg",
job,warnings,26,
final_timing,fin_skew,0.01991,ns
global_routing,grt_first_pass_wirelength,43760,um
global_routing,grt.total_usage,25.77,%
floorplan,ioPinCount,73,
final_timing,relSlewSlack,36.56,%
logic_synthesis,ys_sh_xor,2.027,%
setup_path,r2r-start,"manAReg[8]",
logic_synthesis,top_logic_kind,"adder cells",
job,maxCapViolCount,0,
final_timing,grt_setup_unrepaired,"no",
cts,cts_buffer_depth,2,
layout,drive_gt1_share,2.658,%
setup_path,rrSetupSlack,1.02,ns
route,wire_per_inst,16.66,um
cts,ctsResizeCount,0,
worst_hold_path,hold_path_end,"resValidShReg[1]",
cts,clkTransAtPathRegs,0.10,ns
logic_synthesis,synthAoiAreaFrac,4.054,%
floorplan,fp_util,51.22,%
logic_synthesis,netlist_instances,1222,
logic_synthesis,ys.flops,100,
route,ant_nets,0,
layout,finalNonFillerCells,1592,
global_routing,first_global_vias,8624,
cts,worstSkewPairLatency,0.36,ns
logic_synthesis,topCellsByArea,"fa_1 (38%), dfxtp_1 (17%), ha_1 (13%)",
final_timing,hold_viol,0,
worst_hold_path,holdCritStartpoint,"resValidShReg[0]",
logic_synthesis,ys_area,0.01167,mm^2
setup_path,r2r-end,"manMultProd[32]",
route,wl,26520,um
final_timing,finalMaxSlewViolations,0,
final_timing,period_used_share,86.35,%
layout,areaGrowthSynthToFinish,11.41,%
logic_synthesis,edf_count,0,
placement,numPortBuffers,72,
-- metrics by stage --
stage	utilization (%)	hold WS, ns	area [um^2]
after floorplan	-	0.3096	11670
after global placement	55.67	0.3108	12680
after detailed placement	55.67	0.3136	12680
after CTS	57.06	0.3392	13000
after global routing	57.06	0.3515	13000
final	57.06	0.3342	13000
-- per-layer routing --
layer	share of wire, %	GRT usage [%]	vias up
met5	0	1.035	-
met4	1.7	4.290	0
met3	8.2	8.219	33
met2	50	42.08	258
met1	40	35.89	3881
li1	-	-	3709
-- state kept, by name (all words and copies together), names as in the netlist, 3 cells and up --
name	flops
expAReg	6
manAReg	16
manBReg	16
signCShReg	3
manCReg	16
expAddProd	7
manMultProd	18
expCReg	6
expBReg	6
resValidShReg	3
-- cell usage after synthesis, drive strengths merged, types with 3 or more instances --
cell	n
o21ai	13
a211oi	3
mux2i	16
nand2	160
inv	301
nor2b	5
o211ai	3
clkbuf	36
a21oi	24
xnor2	17
a21o	10
nor2	43
dfxtp	100
fa	223
and3	4
nand3	8
xor2	10
ha	118
and2	99
-- worst max path at each step --
stage / to / slack, ns / from / cells past startpoint
CTS: manMultProd[32] / 1.05 / manAReg[8] / 18
global route: manMultProd[32] / 0.68 / manAReg[8] / 18
finish: manMultProd[32] / 1.02 / manAReg[8] / 18
-- placed cells by master, fill, tap and decap left out, types with 3 or more instances in the layout --
master and n:
clkdlybuf4s50_1 72, and2_1 98, nand3_1 8, mux2i_1 16
a211oi_1 3, nand2_1 159, a21oi_1 21, xnor2_1 17
ha_1 118, dfxtp_1 100, xor2_1 10, clkbuf_16 9
nor2b_1 5, inv_1 301, nor2_1 43, o211ai_1 3
clkinv_8 3, fa_1 223, o21ai_0 13, a21o_1 10
buf_4 7
-- worst max-delay path: stages (launching register included) --
cell	delay, ns
dfxtp_1	0.96
nand2_1	0.18
fa_1	0.58
inv_1	0.07
fa_1	0.50
fa_1	0.59
fa_1	0.43
fa_1	0.48
inv_1	0.05
fa_1	0.47
inv_1	0.04
ha_1	0.40
nand2_2	0.11
a2111oi_4	0.37
a21oi_2	0.13
a21oi_4	0.29
a21oi_2	0.15
or4b_1	0.52
nand3_1	0.09
-- layout make-up --
cell class	count	area, um^2	area share, %
multi-input cells	783	8384	64.51
flip-flops and latches	100	2002	15.40
inverters	301	1130	8.693
repair buffers	79	773.2	5.949
well taps	313	391.6	3.013
clock buffers	9	225.2	1.733
clock inverters	7	91.34	0.7027
-- cell families (layout without fill, tap and decap cells) --
group / Yosys count / count (layout)
adders and majority gates: 341 / 341
and+or+nand+nor: 331 / 331
xor gates and xnor gates: 27 / 27
DFF: 100 / 100
buffers and inverters: 339 / 396
AOI/OAI and AO/OA: 68 / 68
muxes: 16 / 16
