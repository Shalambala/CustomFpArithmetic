[flow/config.mk]
export PLATFORM = sky130hd
export DESIGN_NAME = MyIntToFp
export DESIGN_NICKNAME = MyIntToFp
export VERILOG_FILES = /design/flow/design.v
export SDC_FILE = /design/flow/constraint.sdc
export NUM_CORES = 4
export LEC_CHECK = 1
export CORE_UTILIZATION = 40
[flow/constraint.sdc]
current_design MyIntToFp

set clk_period 8.9
set clk_io_pct 0.2

create_clock -name clk0 -period $clk_period [get_ports {Clk_i}]

set non_clock_inputs [all_inputs -no_clocks]
set_input_delay [expr $clk_period * $clk_io_pct] -clock clk0 $non_clock_inputs
set_output_delay [expr $clk_period * $clk_io_pct] -clock clk0 [all_outputs]
[flow/design.v]
`timescale 1ns / 1ps
module	MyIntToFp	
#(	
	parameter	InWidth		=	32,
	parameter	ExpWidth	=	8,
	parameter	ManWidth	=	23,
	parameter	ExpConst	=	8'd127
)
(Clk_i,Rst_i,InData_i,InDataVal_i,OutData_o,OutDataVal_o);
	function integer Log2;
	input integer value;
		begin
			Log2 = 0;
			while (value > 1) begin
				value   = value >> 1;
				Log2    = Log2 + 1;
			end
		end
	endfunction
	localparam Stages = Log2(InWidth);
	localparam OutWidth	= 1+ExpWidth+ManWidth;	 
	input						Clk_i;
	input						Rst_i;
	input	[InWidth-1:0]		InData_i;
	input						InDataVal_i;
	output	reg	[OutWidth-1:0]	OutData_o;
	output	reg					OutDataVal_o;
	reg		[InWidth-1:0]	inDataR;
	reg		signR;
	reg		outValR;
	wire	[OutWidth-1:0]	fpOut;
	wire	[Stages-1:0]	distance;
	genvar  i;
	wire	[7:0]	fpExp;
	wire	[InWidth-1:0]	scaledData	=	dataArray[(Stages+1)*InWidth-1:Stages*InWidth];
	wire	[ManWidth-1:0]	mantisa		=	scaledData[InWidth-2 -:ManWidth];
	wire	[(Stages+1)*InWidth-1:0]	dataArray;
	assign  dataArray [InWidth-1:0] = inDataR;
	assign	fpExp = ExpConst+InWidth-1-distance;
	assign	fpOut = &distance ? {signR, 31'h0}:	{signR, fpExp,	mantisa};
	always	@(posedge	Clk_i)	begin
		if	(Rst_i)	begin
			inDataR	<=	{InWidth{1'b0}};
			signR	<=	1'b0;
			outValR	<=	1'b0;
		end	else	begin
			if	(InData_i	[InWidth-1])	begin
				inDataR	<=	~InData_i+1'b1;
			end	else	begin
				inDataR	<=	InData_i;
			end
			signR	<=	InData_i[InWidth-1];
			outValR	<=	InDataVal_i;
		end
	end
	generate	
		for (i=0; i<Stages; i=i+1)	begin: searchMSB
			wire [InWidth-1:0] dataIn;	
			wire [InWidth-1:0] shiftedDataOut;
			wire [InWidth-1:0] dataOut;
			assign  dataIn = dataArray[(i+1)*InWidth-1:i*InWidth];
			wire    shiftDesired = ~|(dataIn[InWidth-1:InWidth-(1 << (Stages-1-i))]);
			assign  distance[(Stages-1-i)] = shiftDesired;		
			assign  shiftedDataOut = dataIn << (1 << (Stages-1-i));	
			assign  dataOut = shiftDesired ? shiftedDataOut : dataIn;	
			assign  dataArray[(i+2)*InWidth-1:(i+1)*InWidth] = dataOut;	
		end
	endgenerate
	always	@(posedge	Clk_i	or	posedge	Rst_i)	begin
		if	(Rst_i)	begin
			OutData_o		<=	{OutWidth{1'b0}};
			OutDataVal_o	<=	1'b0;
		end	else	begin
			if	(outValR)	begin
				OutData_o	<=	fpOut;
			end
			OutDataVal_o	<=	outValR;
		end
	end
endmodule
[flow/run.sh]
#!/bin/bash
# OpenROAD 26Q1-2900-gdf79404cd8, Yosys 0.63+post, stock flow scripts
make -C /OpenROAD-flow-scripts/flow DESIGN_CONFIG=/design/flow/config.mk WORK_HOME=/design/flow/orfs finish
==> qor.json <==
{
  "die": {
    "std_cell_rows": 37,
    "floorplanUtilization_pct": 41.4,
    "die_ar_um2": 11100,
    "die.size.y_um": 105,
    "io_pins": 68,
    "fp.dieW_um": 105,
    "core-area_um2": 10300
  },
  "logic_synthesis": {
    "synth_cell_type_count": 63,
    "synthesis_area_per_yosys_um2": 4280,
    "post_synth_inst_count": 482,
    "top_cell": "sky130_fd_sc_hd__nand2_1",
    "async_flop_share_pct": 49.3,
    "syn-mean-instance-area_um2": 8.87,
    "synthTopCellsByArea": "sky130_fd_sc_hd__dfrtp_1 (19%), sky130_fd_sc_hd__dfxtp_1 (16%), sky130_fd_sc_hd__xor2_1 (5.1%)",
    "yosysCellCount": 482,
    "netlist_area_um2": 4280,
    "edf_count": 0,
    "synth_top_flop_cell": "sky130_fd_sc_hd__dfxtp_1",
    "common_cells": "sky130_fd_sc_hd__nand2_1 (46), sky130_fd_sc_hd__nor2_1 (43), sky130_fd_sc_hd__dfxtp_1 (34)",
    "seq_share_synth_pct": 35.2,
    "synth_flops": 67,
    "post-synth-top-area-cell": "sky130_fd_sc_hd__dfrtp_1",
    "synth_largest_type_area_fraction_pct": 19.3,
    "yosys_warnings": 1
  },
  "setup_path": {
    "worst_r2r_startpoint": "inDataR[9]",
    "crit_path_max_incr_delay_ns": 0.57,
    "timing.critical_path.buf_inv": 1,
    "worstPathCellList": "clkdlybuf4s50_1 > nor4_1 > nand3_1 > or4_1 > or3_1 > or3_1 > o41ai_2 > xor2_1 > nor2_1",
    "setup.worst_path.start": "InData_i[3]",
    "timing.critical_path.arrival_ns": 4.90,
    "critical_path.endpoint": "inDataR[29]",
    "r2r-end": "OutData_o[8]",
    "crit_fanout": 5,
    "crit_top_cell": "sky130_fd_sc_hd__or3_1",
    "crit_cells": 9,
    "ff2ff_path_depth": 8,
    "crit_path_start_kind": "primary input",
    "setup.worst_path.class": "in2reg",
    "critPathRequiredTime_ns": 9.13,
    "timing.reg2reg.setup_slack_ns": 5.08,
    "critical-path-slowest-cell": "sky130_fd_sc_hd__or4_1",
    "path_delay_family": "simple AND/OR/NAND/NOR gates",
    "crit_path_end_kind": "flip-flop"
  },
  "power_and_ir_drop": {
    "p_leak_uw": 0.00193,
    "clock_power_share_pct": 26.3,
    "power_density_nw_per_um2": 192,
    "vdd_drop_max_v": 0.0000977,
    "power.internal_uw": 669,
    "total_switching_power_uw": 332,
    "seq_power_share_pct": 39.2,
    "combinationalPowerShare_pct": 34.6,
    "net_sw_share_pct": 33.2
  },
  "min_path": {
    "hold_path.class": "reg2reg"
  },
  "drt": {
    "met2RoutedLength_mm": 5.54,
    "drc": 0,
    "routed-wl-met3_um": 607,
    "dr.pass1.iters": 5,
    "n_antenna_cell": 0,
    "drt-met1-wl_mm": 5.65,
    "wl_mm": 12.1,
    "maxUsedRoutingLayer": "met4",
    "final_antenna_net_count": 0,
    "drt_iter0_markers": 238,
    "avgRoutedWirePerCell_um": 18.0,
    "avgViaCountPerCell": 5.82,
    "vias": 3929
  },
  "clocking": {
    "depth_of_the_cts_h_tree": 3,
    "post_cts.repair.setup_buffers": 0,
    "cts-hold-fix-buffers": 0,
    "cts.clk_slew.worst_paths_ns": 0.08,
    "cts-root-to-sink-buffers": 2,
    "ctsRootBufferMaster": "sky130_fd_sc_hd__clkbuf_8",
    "clock-sinks": 67,
    "cts-resized-gates": 0,
    "insertion_delay_ns": 0.35,
    "clock_tree_from_tritoncts": "done",
    "tritoncts.num_buffers": 9
  },
  "sta": {
    "worst_slew_pin_slew_ns": 0.903,
    "totalNegativeSetupSlack_ns": 0,
    "setup_violations": 0,
    "min_period_over_period_pct": 52.4,
    "hold_viol_final": 0,
    "timing.fmax_mhz": 214,
    "relSlewSlack_pct": 39.6,
    "final.setup_skew_ns": 0.0120,
    "rsz0062_at_grt": "false",
    "timing.final.crit_period_ns": 4.67,
    "slew_viol_final": 0
  },
  "placement": {
    "portBuffers": 67,
    "dp.final_hpwl_mm": 9.13,
    "gpl.final_weighted_congestion": 0.925,
    "place_inst": 659
  },
  "layout": {
    "multi_input_comb_area_um2": 2570,
    "drive_above_1_share_pct": 10.9,
    "layout.cells.non_filler": 675,
    "seq_area_um2": 1510,
    "nFillCells": 989,
    "synthToLayoutAreaGrowth_pct": 21.7
  },
  "global_route": {
    "overflow": 0,
    "grt_start_max_net_pins": 35,
    "first_pass_grt_wire_length_mm": 19.4,
    "grt_antenna_before_repair": 0,
    "grt_pass1_vias": 3585,
    "track_usage_pct": 22.6
  },
  "run_status": {
    "status": "completed"
  },
  "flow_run": {
    "cap_viol_max_count": 0,
    "warnings": 25
  }
}
[flip-flops by register name, indices dropped and copies added (netlist names)]
signal / flops
outValR: 1
OutDataVal_o: 1
signR: 1
OutData_o: 32
inDataR: 32
[power groups by stage]
stage,Clock [uW],Sequential (uW),Combinational (uW)
after global routing,286,399,375
after CTS,273,392,346
final,263,392,346
[per-layer routing]
| metal | up-vias | global-route usage (%) |
|---|---|---|
| li1 | 1939 | - |
| met2 | 155 | 36.9 |
| met1 | 1812 | 32.7 |
| met4 | 0 | 5.63 |
| met3 | 23 | 2.02 |
| met5 | - | 0 |
[worst min-delay path by stage]
stage                    startpoint            end  slack [ns]  cells past startpoint
after global routing  OutData_o[26]  OutData_o[26]        0.51                      2
final                 OutData_o[24]  OutData_o[24]        0.48                      1
after CTS             OutData_o[24]  OutData_o[24]        0.49                      1
[worst reg2reg max path, stage by stage, from the launching register on]
cell and delay (ns):
sky130_fd_sc_hd__dfxtp_1 0.40, sky130_fd_sc_hd__or4_1 0.63, sky130_fd_sc_hd__nor4_2 0.45, sky130_fd_sc_hd__a211oi_2 0.25, sky130_fd_sc_hd__nor2_4 0.51, sky130_fd_sc_hd__o211a_1 0.49
sky130_fd_sc_hd__nand2_2 0.34, sky130_fd_sc_hd__mux2_1 0.46, sky130_fd_sc_hd__o221ai_1 0.19
[cells in the final DEF (no fill, tap or decap), types with 4 or more instances in the layout]
master	count
sky130_fd_sc_hd__clkbuf_8	10
sky130_fd_sc_hd__nor4_1	7
sky130_fd_sc_hd__nor2b_1	5
sky130_fd_sc_hd__or4_1	12
sky130_fd_sc_hd__a211oi_1	6
sky130_fd_sc_hd__o221ai_1	18
sky130_fd_sc_hd__nor4_2	5
sky130_fd_sc_hd__nor4b_1	5
sky130_fd_sc_hd__mux2_2	13
sky130_fd_sc_hd__dfrtp_1	33
sky130_fd_sc_hd__xnor2_1	5
sky130_fd_sc_hd__a21oi_1	31
sky130_fd_sc_hd__mux2i_1	12
sky130_fd_sc_hd__xor2_1	25
sky130_fd_sc_hd__a221oi_1	4
sky130_fd_sc_hd__o41ai_1	4
sky130_fd_sc_hd__o21ai_0	26
sky130_fd_sc_hd__o221ai_2	4
sky130_fd_sc_hd__nor3_1	4
sky130_fd_sc_hd__dfxtp_1	34
sky130_fd_sc_hd__o21ai_1	5
sky130_fd_sc_hd__inv_1	10
sky130_fd_sc_hd__or3_1	5
sky130_fd_sc_hd__a21o_1	4
sky130_fd_sc_hd__o31ai_1	15
sky130_fd_sc_hd__nand4_1	4
sky130_fd_sc_hd__buf_4	6
sky130_fd_sc_hd__a31oi_1	6
sky130_fd_sc_hd__nand2_1	46
sky130_fd_sc_hd__nand3_1	12
sky130_fd_sc_hd__clkdlybuf4s50_1	67
sky130_fd_sc_hd__a21boi_0	4
sky130_fd_sc_hd__nor2_1	43
[layout make-up]
cell class | instances | share of cell area, %
tap | 136 | 3.27
timing repair buffer | 73 | 13.7
sequential | 67 | 28.9
multi-input combinational | 373 | 49.3
clock buffer | 10 | 2.64
inverter | 10 | 0.721
clock inverter | 6 | 1.35
[metrics by stage]
stage                     utilization (%)  instance area (um2)  hold slack (ns)  setup WS, ns  power (uW)
after floorplan                         -                 4280            0.331          4.62         591
after global placement               48.4                 5000            0.459          3.91         742
after detailed placement             48.4                 5000            0.473          3.89         741
after CTS                            50.4                 5210            0.489          4.26        1010
after global routing                 50.4                 5210            0.507          4.00        1060
final                                50.4                 5210            0.480          4.23        1000
[cell families after synthesis]
kind of cell,Yosys count,share of synthesized area (%)
mux,28,7.02
fa+ha+maj,1,0.293
simple gates,160,20.3
xor+xnor,30,6.14
flops,67,35.2
compound gates,154,26.3
buf+inv,42,4.71
Power and IR drop assume default switching activity.
