`/design/flow/run.sh`:
```
#!/bin/bash
# OpenROAD 26Q1-2900-gdf79404cd8, Yosys 0.63+post, stock flow scripts
make -C /OpenROAD-flow-scripts/flow DESIGN_CONFIG=/design/flow/config.mk WORK_HOME=/design/flow/orfs finish
```
`/design/flow/config.mk`:
```
export PLATFORM = sky130hd
export DESIGN_NAME = FpCustomAddSub
export DESIGN_NICKNAME = FpCustomAddSub
export VERILOG_FILES = /design/flow/design.v
export SDC_FILE = /design/flow/constraint.sdc
export NUM_CORES = 4
export LEC_CHECK = 1
export CORE_UTILIZATION = 30
```
`/design/flow/constraint.sdc`:
```
current_design FpCustomAddSub

set clk_period 8.9
set clk_io_pct 0.2

create_clock -name clk0 -period $clk_period [get_ports {Clk_i}]

set non_clock_inputs [all_inputs -no_clocks]
set_input_delay [expr $clk_period * $clk_io_pct] -clock clk0 $non_clock_inputs
set_output_delay [expr $clk_period * $clk_io_pct] -clock clk0 [all_outputs]
```
`/design/flow/design.v`:
```
module FpCustomAddSub 
# (
	parameter	ManWidth	=	16,
	parameter	ExpWidth	=	6
)
(Rst_i,Clk_i,A_i,B_i,AddSub_i,Nd_i,Result_o,ResultValid_o);	
	function integer Log2;
	input integer value;
		begin
			Log2 = 0;
			while (value > 1) begin
				value   = value >> 1;
				Log2    = Log2 + 1;
			end
		end
	endfunction
	localparam	InOutWidth	=	1+ExpWidth+ManWidth;
	localparam	ExtManWidth	=	ManWidth+1;
	localparam	Stages	=	Log2(InOutWidth);
	input	Rst_i;
	input	Clk_i;
	input	[InOutWidth-1:0]	A_i;
	input	[InOutWidth-1:0]	B_i;
	input	AddSub_i;
	input	Nd_i;
	output	[InOutWidth-1:0]	Result_o;
	output	ResultValid_o;
	wire	signB	=	B_i[InOutWidth-1]^AddSub_i;
	wire	[InOutWidth-2:0]	absA	=	A_i[InOutWidth-2:0];
	wire	[InOutWidth-2:0]	absB	=	B_i[InOutWidth-2:0];
	reg		[InOutWidth-1:0]	muxA;
	reg		[InOutWidth-1:0]	muxB;
	reg	impliedA;
	reg	impliedB;
	reg	[InOutWidth-1:0]	muxAReg;
	reg	[InOutWidth-1:0]	muxBReg;
	reg	[ExpWidth-1:0]		expDiff;
	reg	addSubOrepation;
	wire	[ManWidth:0]	manA	=	{impliedA,	muxAReg[ManWidth-1:0]};
	wire	[ManWidth:0]	manB	=	{impliedB,	muxBReg[ManWidth-1:0]};
	reg	[ManWidth:0]	manANorm;
	reg	[ManWidth:0]	manBNorm;
	reg	addSubOrepationReg;
	reg	[ExtManWidth:0]	manSum;
	wire	[Stages-1:0]	distance;
	wire	[ExtManWidth+1:0]	dataArray	[0:Stages];
	wire	[Stages+1:0]	distanceR	=	{2'b00,distanceR1};
	reg		[ExtManWidth-1:0]	manSumReg;
	wire	[ExtManWidth-1:0]	normCMan	=	manSumReg	<<	distanceR1[Stages-1:0];	 
	reg	[ManWidth-1:0]	manC;
	reg	[ExpWidth-1:0]	expAPipe	[0:4];
	reg	[ExpWidth-1:0]	expC;
	reg	[4:0]	signC;
	reg	[8:0]	valid;
	assign  dataArray [0]	=	manSum;		
	assign	Result_o	=	{signC[4],expC,manC};
	assign	ResultValid_o	=	valid[4];
	always	@(*)	begin
		if	(absA<absB)	begin
			muxA	<=	{signB,absB};
			muxB	<=	{A_i[InOutWidth-1],absA};
		end	else	begin
			muxA	<=	{A_i[InOutWidth-1],absA};
			muxB	<=	{signB,absB};
		end 
	end
	always	@(posedge	Clk_i)	begin
		if	(muxA	[InOutWidth-2 -:ExpWidth]	==	8'h00)	begin	 
			impliedA	<=	1'b0;	 
		end	else	begin
			impliedA	<=	1'b1;	 
		end
		if	(muxB	[InOutWidth-2 -:ExpWidth]	==	8'h00)	begin	 
			impliedB	<=	1'b0;
		end	else	begin
			impliedB	<=	1'b1;
		end
		muxAReg	<=	muxA;
		muxBReg	<=	muxB;
		expDiff	<=	muxA[InOutWidth-2 -:ExpWidth]	-	muxB[InOutWidth-2 -:ExpWidth];	 
		addSubOrepation	<=	muxA[InOutWidth-1]	^	muxB[InOutWidth-1];	 
	end
	always	@(posedge	Clk_i)	begin
		manANorm	<=	manA;
		manBNorm	<=	manB	>>	expDiff;	 
		addSubOrepationReg <= addSubOrepation;
	end
	always	@(posedge	Clk_i)	begin
		if	(Rst_i)	begin
			manSum	<=	{ExtManWidth{1'b0}};
		end	else	if	(!addSubOrepationReg)	begin
			manSum	<=	{1'b0,	manANorm}	+	{1'b0,	manBNorm};
		end	else	begin
			manSum	<=	{1'b0,	manANorm}	-	{1'b0,	manBNorm};
		end
	end
	genvar	i;
	generate	
		for (i=0; i<Stages; i=i+1)	begin: searchMSB
			wire [ExtManWidth+1:0] dataIn;	
			wire [ExtManWidth+1:0] shitedDataOut;
			wire [ExtManWidth+1:0] dataOut;
			assign  dataIn = dataArray[i];
			wire    shiftDesired = ~|(dataIn[ExtManWidth+1:ExtManWidth+1-(1 << (Stages-1-i))]);
			assign  distance[(Stages-1-i)] = shiftDesired;		
			assign  shitedDataOut = dataIn << (1 << (Stages-1-i));	
			assign  dataOut = shiftDesired ? shitedDataOut : dataIn;	
			assign  dataArray[i+1] = dataOut;
		end
		reg	[Stages-1:0]	distanceR1;
		always	@(posedge	Clk_i)	begin
			distanceR1	<=	distance;
		end
	endgenerate	
	always	@(posedge	Clk_i)	begin
		manSumReg	<=	manSum	[ExtManWidth-1 -:ExtManWidth];
	end
	always	@(posedge	Clk_i)	begin
		if	(Rst_i)	begin
			manC	<=	{ManWidth{1'b0}};
		end	else	begin
			manC	<=	normCMan	[ExtManWidth-1 -:ManWidth];	 
		end
	end
	always	@(posedge	Clk_i)	begin	
		expAPipe[0]	<=	muxA[InOutWidth-2 -:ExpWidth];	 
		expAPipe[1]	<=	expAPipe[0];
		expAPipe[2]	<=	expAPipe[1];
		expAPipe[3]	<=	expAPipe[2];
		expAPipe[4]	<=	expAPipe[3];
	end
	always	@(posedge	Clk_i)	begin
		if	(&distanceR1)	begin
			expC	<=	{ExpWidth{1'b0}};
		end	else	begin
			if	(expAPipe[3]	>=	distanceR)	begin
				expC	<=	expAPipe[3]-distanceR+1;			 
			end	else	begin
				expC	<=	{{ExpWidth+1{1'b0}},1'b1};
			end
		end	
	end
	always	@(posedge	Clk_i)	begin
		signC	<=	{signC[3:0],	muxA[InOutWidth-1]};
	end
	always	@(posedge	Clk_i)	begin
		valid	<=	{valid[7:0],Nd_i};
	end	
endmodule
```
==> results.yml <==
# yosys + openroad results
synth:
  syn_inst: 791
  top_logic_kind: "AND-OR/OR-AND gates"
  yosys.area_share.aoi_pct: 14.2
  synth-main-ff-cell: "dfxtp_1"
  adder_share_pct: 9.27
  yosys_area_um2: 7670
  synth_cell_types: 65
  edf_count: 0
  mux_share_pct: 10.3
  synth-async-reset-ratio_pct: 0
  syn_area_um2: 7670
  yosys_cells: 791
  simple_gate_area_share_pct: 13.4
  syn_area_per_cell_um2: 9.70
  ys_seq_share_pct: 44.6
  ys_warn_count: 2
  ys_sh_xor_pct: 4.00
  numSynthFlops: 171
final_timing:
  fmax_mhz: 207
  clock_skew_ns: 0.0102
  post-route-min-period_ns: 4.84
  fin_crit_sh_pct: 54.4
  rsz0062_at_grt: "no"
  drv_slew: 0
  worst_pin_slew_ns: 0.846
  finalHoldViolations: 0
  maxSlewHeadroom_pct: 43.5
  setup_viol: 0
  finalSetupTns_ns: 0
  setup_ws_ns: 4.06
floorplan:
  coreArea_um2: 25100
  die_h_um: 162
  die_area_um2: 26200
  fp_util_pct: 30.5
  fp.dieW_um: 162
  io_pins: 74
  rows: 58
clocking:
  numCtsBuffers: 17
  clock_sinks: 171
  insertion_delay_ns: 0.42
  htreeDepth: 4
  tritoncts: "built"
  root_buffer: "clkbuf_16"
  clockBufferDepth: 2
  postCtsSetupRepairBufs: 0
  cts.clk_slew.worst_paths_ns: 0.06
  cts_resized: 0
  holdBufCountCts: 0
global_route:
  grt_usage_pct: 11.7
  antenna_found_initial: 0
  grt_pass1_wl_um: 24500
  grt_overflow: 0
  first_global_vias: 5128
  grt_max_degree: 60
setup_path:
  cp_max_fo: 59
  reg2reg_setup_slack_ns: 5.13
  crit-reg2reg-launch: "manBNorm[0]"
  r2r_end: "manSum[17]"
  path_class: "in -> reg"
  crit_required_ns: 9.19
  r2r_cells: 15
  cp.arrival_ns: 5.12
  worst_setup_path_start_kind: "input port"
  crit_path_end_kind: "flop"
  crit_path_start: "B_i[17]"
place:
  gp_routability_congestion: 0.865
  place_ws_ns: 3.59
  hpwl_um: 11200
  io_buffers: 73
  dp.cells: 1167
hold_path:
  hold_path_end: "expAPipe[2][1]"
  hold_path_class: "reg -> reg"
  min-delay-start: "expAPipe[1][1]"
  whs_path_depth: 0
power:
  power_mw: 3.05
  leakagePower_nw: 3.88
  vdd_drop_max_mv: 0.141
  power.density_nw_per_um2: 326
cells_and_area:
  final_layout_top_logic_cell: "dfxtp_1"
  fillCellCount: 2502
  regArea_um2: 3420
  area_growth_pct: 22.2
  finalNonFillerCells: 1199
  drive_above_1_share_pct: 8.06
  fin_util_pct: 37.3
  final_cell_mix: "dfxtp_1 (171), nor2_1 (84), clkdlybuf4s50_1 (73), inv_1 (52), ha_1 (52)"
  logic_area_um2: 3920
drt:
  dr_total_vias: 5425
  viasPerCell: 4.52
  wl_per_cell_um: 12.1
  drtIter0Drc: 232
  drtAntennaViolNets: 0
  antennaDiodeCount: 0
  drcViolationCount: 0
  first_pass_iters: 5
  wl_um: 14500
run_status:
  outcome: "completed"
run:
  tool_warnings: 29
  cap_violations: 0
## worst max path at each step
stage,end,slack (ns),depth (start not counted)
finish,expDiff[4],4.06,13
CTS,expDiff[4],4.04,13
global route,expDiff[4],3.83,13
## through the flow
| step | area (µm²) | hold WS [ns] |
|---|---|---|
| 4_1_cts | 9370 | 0.322 |
| 3_3_place_gp | 8730 | 0.310 |
| 5_1_grt | 9370 | 0.331 |
| 3_5_place_dp | 8730 | 0.312 |
| 2_1_floorplan | 7670 | 0.310 |
| 6_report | 9370 | 0.322 |
## flip-flops by register name, summed over array words and instances, names as in the netlist, 5 cells and up
name	count
expC	6
signC	5
expAPipe	24
manANorm	17
manC	16
muxAReg	16
manSum	18
muxBReg	16
expDiff	6
manSumReg	17
manBNorm	17
valid	5
## worst max-delay path, stage by stage
cell             delay, ns
clkdlybuf4s50_1       0.52
inv_1                 0.07
ha_1                  0.33
and2_1                0.19
a221o_1               0.31
a221oi_2              0.26
o21ai_2               0.16
nor2_4                0.19
buf_4                 0.50
o22ai_4               0.18
or3b_1                0.37
mux2i_1               0.17
a2111oi_2             0.07
## layout make-up
type,count,share of cell area [%]
Clock buffer,18,4.69
Timing Repair Buffer,79,8.28
Sequential cell,171,36.5
Multi-Input combinational cell,535,41.8
Inverter,52,2.08
Clock inverter,14,2.20
Tap cell,330,4.41
## metal layers
metal | track usage [%] | part of all wire, %
met5 | 0 | 0
met2 | 18.3 | 44
met4 | 1.16 | 0.85
met3 | 2.27 | 3.4
met1 | 17.7 | 51
## cell usage after synthesis (10+ instances only)
master | n | area share, %
nor2b_1 | 10 | 0.82
ha_1 | 52 | 8.5
o21ai_0 | 28 | 1.8
a211oi_1 | 26 | 2.5
a21oi_1 | 49 | 3.2
nand2_1 | 44 | 2.2
xnor2_1 | 29 | 3.3
mux2_2 | 17 | 2.5
dfxtp_1 | 171 | 45
mux2i_1 | 36 | 4.7
inv_1 | 52 | 2.5
mux2_1 | 11 | 1.6
nor3_1 | 20 | 1.3
clkbuf_1 | 24 | 1.2
nor2_1 | 84 | 4.1
## power by group
part	internal, mW	switching [mW]
Combinational	0.592	0.586
Clock	0.483	0.301
Sequential	0.955	0.135
Total	2.03	1.02
## logic make-up (layout without fill, tap and decap cells)
| group | count (synthesis) | in the layout |
|---|---|---|
| AOI/OAI and AO/OA | 163 | 163 |
| adders and majority gates | 55 | 55 |
| buffers and inverters | 85 | 163 |
| xor gates and xnor gates | 35 | 35 |
| muxes | 69 | 69 |
| DFF | 171 | 171 |
| and+or+nand+nor | 213 | 213 |
No activity file was given, so power comes from the tool's default toggle rates.
